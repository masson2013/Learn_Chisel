--- design/flow/constraint.sdc ---
current_design EnableShiftRegister

set clk_period 1.2
set clk_io_pct 0.2

create_clock -name clk0 -period $clk_period [get_ports {clock}]

set non_clock_inputs [all_inputs -no_clocks]
set_input_delay [expr $clk_period * $clk_io_pct] -clock clk0 $non_clock_inputs
set_output_delay [expr $clk_period * $clk_io_pct] -clock clk0 [all_outputs]
--- design/flow/design.v ---
module EnableShiftRegister(  
  input        clock,  
  input        reset,  
  input  [3:0] io_in,  
  input        io_shift,  
  output [3:0] io_out  
);
  reg [3:0] r0;  
  reg [31:0] _RAND_0;
  reg [3:0] r1;  
  reg [31:0] _RAND_1;
  reg [3:0] r2;  
  reg [31:0] _RAND_2;
  reg [3:0] r3;  
  reg [31:0] _RAND_3;
  wire [3:0] _GEN_0;  
  wire [3:0] _GEN_1;  
  wire [3:0] _GEN_2;  
  wire [3:0] _GEN_3;  
  assign _GEN_0 = io_shift ? io_in : r0;  
  assign _GEN_1 = io_shift ? r0 : r1;  
  assign _GEN_2 = io_shift ? r1 : r2;  
  assign _GEN_3 = io_shift ? r2 : r3;  
  assign io_out = r3;  
  always @(posedge clock) begin
    if (reset) begin
      r0 <= 4'h0;
    end else begin
      if (io_shift) begin
        r0 <= io_in;
      end
    end
    if (reset) begin
      r1 <= 4'h0;
    end else begin
      if (io_shift) begin
        r1 <= r0;
      end
    end
    if (reset) begin
      r2 <= 4'h0;
    end else begin
      if (io_shift) begin
        r2 <= r1;
      end
    end
    if (reset) begin
      r3 <= 4'h0;
    end else begin
      if (io_shift) begin
        r3 <= r2;
      end
    end
  end
endmodule
--- design/flow/config.mk ---
export PLATFORM = sky130hd
export DESIGN_NAME = EnableShiftRegister
export DESIGN_NICKNAME = EnableShiftRegister
export VERILOG_FILES = /design/flow/design.v
export SDC_FILE = /design/flow/constraint.sdc
export NUM_CORES = 4
export LEC_CHECK = 1
export CORE_AREA = 10 10 84 84
export DIE_AREA = 0 0 94 94
--- design/flow/run.sh ---
#!/bin/bash
# OpenROAD 26Q1-2900-gdf79404cd8, Yosys 0.63+post, stock flow scripts
make -C /OpenROAD-flow-scripts/flow DESIGN_CONFIG=/design/flow/config.mk WORK_HOME=/design/flow/orfs finish
==> results_slide.txt <==
Key Metrics from the Run

Power and ir drop
  • Final Power: 1110 µW
  • Net Sw Frac: around a fifth
  • Worst VDD drop: 0.326 mV
  • Flop pwr share: 50.1%
  • Psw: 219 µW
  • Cell internal pwr: 890 µW
  • PD cells: 1350 nW/µm²
  • Clk network pwr share: 42.2%
  • LEAKAGE: 0.000354 µW
  • Comb power frac: approximately 8%

Final layout
  • Register area: approximately 320 µm²
  • Final core occ: 15.8%
  • Logic area: 220 µm²
  • Area grow syn2layout: 41.4%
  • Layout fillers: 606
  • Share of layout cells above drive strength 1: 12.5%
  • Final instance area: 821 µm²

STA
  • Setup ws final: 0.157 ns
  • Final Hold Fails: 0
  • TNS Setup: 0 ns
  • # setup viols final: 0
  • Max Fclk: approximately 0.96 GHz
  • Clock skew: roughly 0.0013 ns
  • Crit share post-route: 86.9%
  • Worst slew pin tran: 0.139 ns
  • Slew margin rel.: between 90% and 100%
  • Final Critical Period: 1.04 ns
  • RSZ-0062 raised after global routing: false
  • Pins Over Slew Limit: 0

Flow run
  • Max cap viols: 0
  • Tool Warnings: 25

Worst setup path
  • Worst path required time: 0.96 ns
  • Worst reg-to-reg setup slack: 0.59 ns
  • Slowest Stage Delay on Critical Path: 0.31 ns
  • Critical-path top delay cell: dfxtp_1
  • Top delay family on crit path: flip-flops
  • Crit path capture type: primary output
  • Critical path type: reg2out
  • CP startpoint kind: flop
  • Crit path buf inv count: 1
  • Critical path data arrival time: 0.80 ns
  • Cell Chain, Critical Path: dlygate4sd2_1
  • Worst-path maximum fanout: 2

Placed design
  • Detailed placement HPWL: 769 µm
  • Port bufs: 10
  • Routability Congestion: around 0.7
  • Dpl cell area: 768 µm²
  • Post-Place Worst Slack: -0.0950 ns

Floorplan
  • Die Ht: 94 µm
  • Die W: approximately 94 µm
  • Total die area: 8840 µm²
  • FP Core Util: between 10 and 15%
  • IO Pins: 11
  • Core area: between 5000 and 6000 µm²
  • Row count: 26

Synthesis
  • Register bit count reported by yosys: 16
  • Chip Area, Yosys: approximately 580 µm²
  • Post-synthesis cell count: 52
  • Post-Syn Area: 581 µm²
  • Synth Seq Share: 55.2%
  • Syn_area_per_cell: 11.2 µm²
  • Ys cells: 52
  • Netlist cell types: 7
  • Syn. warnings: 1

Route
  • WL final: 1080 µm
  • Detailed Routing Iterations Pass 1: 3
  • Final ANT Viol Nets: 0
  • Iter 0 DRT Violations: 23
  • Residual DRC: 0
  • Diode count: 0
  • Routed via count: ~360
  • Routed len/inst: 8.08 µm
  • Number of vias per cell: ~2.7

Clock network
  • CTS tree: built
  • CTS sink cnt: 16
  • TritonCTS buffer count: 3
  • Clock slew at reported path FFs: 0.06 ns
  • Clk ins delay skew pair: 0.24 ns
  • Htree depth: 1
  • Longest Clk Path Bufs: 2
  • Root Driver: clkbuf_8
  • Post-CTS Resized: 6
  • Post-CTS setup buffer count: 0
  • Hold_buf cts: 0

Global routing
  • Initial antenna violation count: 0
  • Gr ovfl total: 0
  • Largest net degree at the start of global routing: 17
  • Total track usage: 2.54%
  • First-pass GRT wire length: 1800 µm
  • Number of global-route vias before repair: 368

Hold path
  • Hold/Removal Path Class: reg2reg

Run status
  • Status: completed
## kinds of logic after synthesis
family | Yosys count | share of synthesized area, %
multiplexers | 16 | 27.6
AND/OR/NAND/NOR | 16 | 10.3
flip-flops | 16 | 55.2
buffers and inverters | 4 | 6.90
## per-stage QoR
stage	hold slack, ns	std cells
after detailed placement	0.482	130
after floorplan	0.387	52
final	0.478	134
after global placement	0.476	130
after global routing	0.498	134
after CTS	0.482	134
## placed cells by master, fill, tap and decap left out, drive strengths merged
cell,n
buf,2
clkbuf,4
clkdlybuf4s50,6
dfxtp,16
dlygate4sd2,4
mux2i,16
nor2,16
## path summary, 6_finish.rpt
path | from | endpoint | cells past startpoint
setup / recovery | r3[1]$_SDFFE_PP0P_ | io_out[1] | 1
hold / removal | r3[2]$_SDFFE_PP0P_ | r3[2]$_SDFFE_PP0P_ | 2
setup reg to reg | r0[3]$_SDFFE_PP0P_ | r1[3]$_SDFFE_PP0P_ | 2
hold reg to reg | r3[2]$_SDFFE_PP0P_ | r3[2]$_SDFFE_PP0P_ | 2
## worst reg2reg max path, stage by stage, from the launching register on
cell and delay (ns):
dfxtp_1 0.31, mux2i_1 0.14, nor2_1 0.05
## flip-flops by register name, summed over array words and instances, names as in the netlist
name and cells:
r0 4, r1 4, r3 4, r2 4
## final cells by class
cell class | instances | area share [%]
sequential | 16 | 39.3
timing repair buffer | 12 | 16.5
clock buffer | 4 | 6.71
multi-input combinational | 32 | 26.8
tap | 70 | 10.7
## power groups by stage
stage / sequential, µW / clock [µW] / combinational [µW]
after CTS: 555 / 479 / 88.5
final: 555 / 467 / 86.2
after global routing: 557 / 500 / 94.1
## synthesized netlist by cell type
library cell  instances  area, µm²
dfxtp_1              16        320
mux2i_1              16        160
nor2_1               16       60.1
buf_1                 1       3.75
buf_12                1       20.0
buf_2                 1       5.00
buf_6                 1       11.3
## layer usage
layer  part of all wire [%]  GRT usage (%)
met5                      0              0
met4                    1.9          0.886
met3                    7.7           1.62
met2                     45           3.80
met1                     46           2.87
Power figures rest on the tool's default switching activity, not on a simulated workload.
